**design/flow/design.v**
```verilog
module decode2 (
  input  logic [1:0] digit,	 
  output logic [3:0] ct			 
);
always_comb begin
    case (digit)
      2'b00: ct = 4'b1110;		 
      2'b01: ct = 4'b1101;		 
      2'b10: ct = 4'b1011;		 
      2'b11: ct = 4'b0111;		 
      default: ct = 4'b1111;	 
    endcase
  end
endmodule
module decode7 (
  input  logic [3:0] num,			 
  output logic [7:0] leds			 
);
always_comb begin
    case (num)  
      4'h0: leds = 7'b0111111;	 
      4'h1: leds = 7'b0000110;	 
      4'h2: leds = 7'b1011011;	 
      4'h3: leds = 7'b1001111;	 
      4'h4: leds = 7'b1100110;	 
      4'h5: leds = 7'b1101101;	 
      4'h6: leds = 7'b1111101;	 
      4'h7: leds = 7'b0000111;	 
      4'h8: leds = 7'b1111111;	 
      4'h9: leds = 7'b1101111;	 
      default: leds = 8'b11111111;  
    endcase
  end
endmodule
module enc2bcd(
    input logic clk,                   
    input logic [7:0] enc_count,       
    output logic [7:0] bcd_count       
);
    logic [7:0] temp_bcd;
    logic [3:0] tens, ones;  
    always_ff @(posedge clk) begin
        temp_bcd = enc_count;
        tens = 4'b0000;
        ones = 4'b0000;
        ones = temp_bcd[3:0];  
        tens = temp_bcd[7:4];  
        if (ones >= 4'd10) begin
            ones = ones - 4'd10;
            tens = tens + 4'd1;
        end
        if (tens >= 4'd10) begin
            tens = tens - 4'd10;
        end
        bcd_count = {tens, ones};
    end
endmodule
module encoder(
    input logic a, b, clk,          
    output logic cw, ccw           
);
    logic [1:0] state, prev_state;
    logic idle;
    always_ff @(posedge clk) begin
        prev_state <= state;       
        state <= {a, b};           
    end
    always_comb begin
        idle = (state == prev_state);  
        cw = 1'b0;
        ccw = 1'b0;
        if (!idle) begin 
            case ({state, prev_state})
                4'b1000, 4'b1110, 4'b0111, 4'b0001: cw = 1'b1;   
                4'b1011, 4'b0010, 4'b0100, 4'b1101: ccw = 1'b1;  
                default: begin
                    cw = 1'b0;    
                    ccw = 1'b0;
                end
            endcase
        end
    end
endmodule
module lab2 ( input logic CLOCK_50,        
              (* altera_attribute = "-name WEAK_PULL_UP_RESISTOR ON" *) 
              input logic enc1_a, enc1_b,  
				      (* altera_attribute = "-name WEAK_PULL_UP_RESISTOR ON" *) 
				  input logic enc2_a, enc2_b,				       
              output logic [7:0] leds,     
              output logic [3:0] ct     
) ;
   logic [1:0] digit;   
   logic [3:0] disp_digit;   
   logic [15:0] clk_div_count;  
   logic [7:0] enc1_count, enc2_count;  
   logic enc1_cw, enc1_ccw, enc2_cw, enc2_ccw;   
	logic [7:0] bcd1_count, bcd2_count;  
   decode2 decode2_0 (.digit,.ct) ;
   decode7 decode7_0 (.num(disp_digit),.leds) ;
   encoder encoder_1 (.clk(CLOCK_50), .a(enc1_a), .b(enc1_b), .cw(enc1_cw), .ccw(enc1_ccw));
   encoder encoder_2 (.clk(CLOCK_50), .a(enc2_a), .b(enc2_b), .cw(enc2_cw), .ccw(enc2_ccw));
	enc2bcd bdc_1 ( .clk(CLOCK_50), .enc_count(enc1_count), .bcd_count(bcd1_count) );
	enc2bcd bdc_2 ( .clk(CLOCK_50), .enc_count(enc2_count), .bcd_count(bcd2_count) );
  always_ff @(posedge CLOCK_50)  begin
    if (enc1_cw) enc1_count <= enc1_count + 1'b1;
    else if (enc1_ccw) enc1_count <= enc1_count - 1'b1;
    if (enc2_cw) enc2_count <= enc2_count + 1'b1;
    else if (enc2_ccw) enc2_count <= enc2_count - 1'b1;
  end
   always_ff @(posedge CLOCK_50) 
     clk_div_count <= clk_div_count + 1'b1 ;
  assign digit = clk_div_count[15:14]; 
  always_comb begin
    case (digit)
      2'b00: disp_digit = bcd2_count[3:0];   
      2'b01: disp_digit = bcd2_count[7:4];   
      2'b10: disp_digit = bcd1_count[3:0];   
      2'b11: disp_digit = bcd1_count[7:4];   
      default: disp_digit = 4'b0000;         
    endcase
  end
endmodule
```
**design/flow/run.sh**
```bash
#!/bin/bash
# OpenROAD 26Q1-2900-gdf79404cd8, Yosys 0.63+post, stock flow scripts
make -C /OpenROAD-flow-scripts/flow DESIGN_CONFIG=/design/flow/config.mk WORK_HOME=/design/flow/orfs finish
```
**design/flow/config.mk**
```make
export PLATFORM = sky130hd
export DESIGN_NAME = lab2
export DESIGN_NICKNAME = lab2
export VERILOG_FILES = /design/flow/design.v
export SDC_FILE = /design/flow/constraint.sdc
export NUM_CORES = 4
export LEC_CHECK = 1
export CORE_UTILIZATION = 30
```
**design/flow/constraint.sdc**
```tcl
current_design lab2

set clk_period 4.4
set clk_io_pct 0.2

create_clock -name clk0 -period $clk_period [get_ports {CLOCK_50}]

set non_clock_inputs [all_inputs -no_clocks]
set_input_delay [expr $clk_period * $clk_io_pct] -clock clk0 $non_clock_inputs
set_output_delay [expr $clk_period * $clk_io_pct] -clock clk0 [all_outputs]
```
==> deck_impl_summary.md <==
Implementation Results

Run status
  • Status: finished clean

STA
  • Slew headroom: 71.0%
  • Setup_tns: 0 ns
  • Fin crit period: 3.61 ns
  • RSZ-0062 raised after global routing: false
  • Fin Clk Skew: 0.00636 ns
  • F_max: 277 MHz
  • Final setup violation count: 0
  • Final hold vios: 0
  • Tcrit/Tclk final: 82.1%
  • Slew Viols, Final: 0
  • Worst-margin pin slew: 0.435 ns

Route
  • Routed len/inst: 9.91 um
  • Routed vias/inst: 4.43
  • Routed Antenna Nets: 0
  • DRC: 0
  • Initial drt markers: 29
  • N_diodes: 0
  • Vias post-DR: 1,939
  • Drt pass-1 iters: 4
  • WL final: 4340 um

GRT
  • Largest net degree at the start of global routing: 13
  • First-pass GRT wire length: 7940 um
  • GRT Total Usage: 9.67%
  • Initial antenna violation count: 0
  • Grt ovf: 0
  • Number of global-route vias before repair: 1,829

Floorplan
  • Die Height: 102 um
  • Fp_density: 31.6%
  • Num rows: 35
  • Top-Level Pins: 17
  • DIE AREA: 0.0103 sq mm
  • Core footprint: 0.00942 sq mm
  • Die X: 102 um

Layout
  • Filler cells: 911
  • Register area: 0.00136 sq mm
  • Logic area: 0.00152 sq mm
  • Layout cells sized above 1: 7.12%
  • P&R area growth vs syn: 17.9%
  • Finished Core Util: 37.2%

Synth
  • Synth Warn #: 5
  • Post-synthesis sequential area ratio: 45.8%
  • Largest type area fraction: 29.6%
  • Post-Syn Instances: 278
  • Library cells used by synthesis: 43
  • Post-synth ARST share: 0%
  • Count of library flops with an enable pin: 16
  • Ys flop type: dfxtp_1
  • Synth top cell by count: dfxtp_1
  • Post-synthesis cell area: 0.00297 sq mm
  • Synth top cells by count: dfxtp_1 (44), xnor2_1 (26), ha_1 (25)
  • Biggest area cells: dfxtp_1 (30%), edfxtp_1 (16%), ha_1 (11%)
  • Syn_area_per_cell: 10.7 sq um
  • Chip area in the Yosys report: 0.00297 sq mm
  • Yosys Instances: 278
  • Seq cells post-synth: 60
  • Synth area leader: dfxtp_1

Setup path
  • Critical Path Start Type: register
  • Crit path kind: register to primary output
  • CP Capture Point: leds[1]
  • RR Endpoint: enc1_count[6]
  • R2r setup slk: 2.22 ns
  • CP Capture Type: primary output
  • CP max FO: 11
  • WP data arrival: 2.73 ns
  • R2R depth: 8
  • CP Data Required Time: 3.52 ns
  • Crit path from: clk_div_count[14]
  • RR Startpoint: encoder_1.state[1]

Clock tree
  • CTS hold repair buffers: 0
  • TritonCTS clock tree: done
  • Root buffer cell: clkbuf_8
  • Deepest clock path buffer count: 2
  • Post-CTS Setup Repair Bufs: 0
  • H-tree Lvls: 3
  • Clock sinks: 60
  • CTS buffer count: 9
  • Post-CTS Resized: 0
  • Clk latency late pin: 0.34 ns
  • Clock Pin Slew Worst Setup and Hold Paths: 0.07 ns

Power
  • Pwr Total: 2.20 mW
  • Cell Pwr Density: 627 mW/mm^2
  • VDD IR max: 0.206 mV
  • Pleak: 1.37 nW

Flow run
  • Maxcap violations: 0
  • Tool Warnings: 29

Placed design
  • Port bufs: 16
  • GPL Wtd Cong: 0.791
  • Detail Placement HPWL: 3230 um

Hold path
  • Hold WC Path Type: register to register
==> per-layer routing <==
metal  up-vias  global-route usage, %  share of wire, %
met2        29                   14.6                41
met3        10                   2.38               4.1
li1       1046                      -                 -
met4         0                   1.56               2.2
met1       854                   14.8                53
met5         -                      0                 0
==> critical path: stages (launching register included) <==
cell and delay, ns:
dfxtp_1 0.59, mux4_1 0.67, inv_1 0.15, ha_1 0.24, or3_1 0.36, clkdlybuf4s50_1 0.40
==> state kept, by name (all words and copies together) (netlist names), named ones only <==
signal and flops:
clk_div_count 16, bdc_1.bcd_count 8, bdc_2.bcd_count 8, enc1_count 8, enc2_count 8, encoder_1.prev_state 2, encoder_1.state 2, encoder_2.prev_state 2
encoder_2.state 2
==> area by class of cell <==
type,count,area share [%]
well taps,129,4.60
repair buffers,18,4.99
multi-input cells,194,43.2
clock buffers,10,4.25
clock inverters,6,1.89
inverters,21,2.25
flip-flops and latches,60,38.8
==> worst min-delay path by stage <==
stage | start | to | slack (ns) | cells after the start
4_1_cts | encoder_1.state[1] | encoder_1.prev_state[1] | 0.39 | 0
5_1_grt | encoder_1.state[1] | encoder_1.prev_state[1] | 0.40 | 0
6_report | encoder_1.state[1] | encoder_1.prev_state[1] | 0.39 | 0
==> per-stage QoR <==
stage,area (sq um),std cells,hold slack (ns),setup slack (ns)
after global placement,3290,422,0.383,1.15
final,3510,438,0.389,0.790
after CTS,3510,438,0.391,0.764
after global routing,3510,438,0.400,0.562
after detailed placement,3290,422,0.382,1.15
after floorplan,2970,278,0.373,1.76
==> power breakdown <==
| part | switching [mW] | total (mW) | internal (mW) | leakage (nW) |
|---|---|---|---|---|
| logic | 0.399 | 0.834 | 0.435 | 0.741 |
| clock network | 0.224 | 0.523 | 0.299 | 0.113 |
| registers | 0.0965 | 0.840 | 0.744 | 0.516 |
| total | 0.719 | 2.20 | 1.48 | 1.37 |
==> layout by cell type (no fill, tap or decap), drive strengths merged, types with 8 or more instances in the layout <==
master,n
xnor2,26
a21oi,16
clkbuf,10
clkdlybuf4s50,16
o21ai,19
dfxtp,44
edfxtp,16
ha,25
inv,25
xor2,12
nand2,8
nand3,12
nor2,9
==> cells by family (layout without fill, tap and decap cells) <==
| logic type | after synthesis | after routing | synth area share (%) |
|---|---|---|---|
| and+or+nand+nor | 60 | 60 | 11.0 |
| adders and majority gates | 27 | 27 | 11.9 |
| DFF | 60 | 60 | 45.8 |
| buffers and inverters | 24 | 55 | 3.28 |
| xor gates and xnor gates | 38 | 38 | 11.2 |
| AOI/OAI and AO/OA | 59 | 59 | 12.1 |
| muxes | 10 | 10 | 4.80 |
No activity file was given, so power comes from the tool's default toggle rates.
